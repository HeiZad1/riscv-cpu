<file path="/design/flow/config.mk">
export PLATFORM = sky130hd
export DESIGN_NAME = controller
export DESIGN_NICKNAME = controller
export VERILOG_FILES = /design/flow/design.v
export SDC_FILE = /design/flow/constraint.sdc
export NUM_CORES = 4
export LEC_CHECK = 1
export CORE_AREA = 10 10 97 97
export DIE_AREA = 0 0 107 107
</file>
<file path="/design/flow/constraint.sdc">
current_design controller

set clk_period 2.7
set clk_io_pct 0.2

create_clock -name clk0 -period $clk_period [get_ports {clk}]

set non_clock_inputs [all_inputs -no_clocks]
set_input_delay [expr $clk_period * $clk_io_pct] -clock clk0 $non_clock_inputs
set_output_delay [expr $clk_period * $clk_io_pct] -clock clk0 [all_outputs]
</file>
<file path="/design/flow/design.v">
module Blu( 
    input              [   2: 0]        funct3                     ,
    input                               l                          ,
    input                               Zero                       ,
    output reg                          conti                       
            );
    always@(*) begin
        case(funct3)
                 3'b000:    conti = Zero;                            
                 3'b001:    conti = ~Zero;                           
                 3'b011:    conti = l;                               
                 3'b100:    conti = ~l;                              
                 3'b110:    conti = l;                               
                 3'b111:    conti = Zero;                            
                 default:   conti = 1'b0;                            
        endcase
        end
endmodule
module aludec(input              opb5,
    input              [   2: 0]        funct3                     ,
    input                               funct7b5                   ,
    input              [   1: 0]        ALUOp                      ,
    output reg         [   3: 0]        ALUControl                );  
    wire                                RtypeSub,RtypeSra          ;
    assign                              RtypeSub                  = funct7b5 & opb5; 
    assign                              RtypeSra                  = funct7b5 & opb5;
  always@(*) begin
    case(ALUOp)
      2'b00:                ALUControl = 4'b0000;                    
      2'b01:   case(funct3)                                          
                 3'b000:    ALUControl = 4'b0001;                    
                 3'b001:    ALUControl = 4'b0001;                    
                 3'b011:    ALUControl = 4'b1000;                    
                 3'b100:    ALUControl = 4'b0100;                    
                 3'b110:    ALUControl = 4'b0011;                    
                 3'b111:    ALUControl = 4'b0010;                    
                 default:   ALUControl = 4'bxxxx;                    
               endcase
      default: case(funct3)                                          
                 3'b000:  if (RtypeSub)
                            ALUControl = 4'b0001;                    
                          else
                            ALUControl = 4'b0000;                    
                 3'b001:    ALUControl = 4'b0110;                    
                 3'b010:    ALUControl = 4'b1001;                    
                 3'b011:    ALUControl = 4'b1000;                    
                 3'b100:    ALUControl = 4'b0100;                    
                 3'b110:    ALUControl = 4'b0011;                    
                 3'b101:  if (RtypeSra)
                            ALUControl = 4'b0101;                    
                          else
                            ALUControl = 4'b0111;                    
                 3'b111:    ALUControl = 4'b0010;                    
                 default:   ALUControl = 4'bxxxx;                    
               endcase
    endcase
    end
endmodule
module controller(
    input                               clk,reset                  ,
    input              [   6: 0]        op                         ,
    input              [   2: 0]        funct3                     ,
    input                               funct7b5                   ,
    input                               ZeroE,l                    ,
    output                              ResultSrcE0                ,
    output             [   1: 0]        ResultSrcW                 ,
    output                              MemWriteM                  ,
    output                              PCSrcE, ALUSrcE,loadW,jarlW, 
    output                              RegWriteW, RegWriteM , 
    output             [   2: 0]        ImmSrcD                    ,
    output             [   3: 0]        ALUControlE                ,
    output             [   1: 0]        SDypeSecM                  ,
    input                               FlushE                    );                    
    wire               [   1: 0]        ALUOp                      ;
    wire               [   1: 0]        ResultSrcD                 ;
    wire               [   1: 0]        ResultSrcE                 ;
    wire               [   1: 0]        ResultSrcM                 ;
    wire                                BranchD                    ;
    wire                                JumpD                      ;
    wire                                JumpE                      ;
    wire                                ALUSrcD                    ;
    wire                                BranchE                    ;
    wire                                jarlD                      ;
    wire                                jarlE                      ;
    wire                                jarlM                      ;
    wire               [   3: 0]        ALUControlD                ;
    wire               [   1: 0]        SDypeSec                   ;
    wire               [   1: 0]        SDypeSecE                  ;
    wire               [   2: 0]        funct3E                    ;
    wire                                RegWriteE                  ;
    wire                                RegWriteD                  ;
    wire                                MemWriteE                  ;
    wire                                MemWriteD                  ;
    wire                                loadD                      ;
    wire                                loadE                      ;
    wire                                loadM                      ;
    wire                                branchScr                  ;
    maindec md(op, ResultSrcD, MemWriteD, BranchD,
             ALUSrcD, RegWriteD, JumpD,loadD,jarlD, ImmSrcD, ALUOp);
  aludec    ad(op[5], funct3, funct7b5, ALUOp, ALUControlD);
  Blu       blu(funct3E,ZeroE,l,branchScr);
  sDypedec  SD(funct3,SDypeSec);
  floprs #( 1) Ereg9 (clk, reset, FlushE, RegWriteD, RegWriteE);
  floprs #( 2) Ereg10(clk, reset, FlushE , ResultSrcD, ResultSrcE);
  floprs #( 1) Ereg11(clk,  reset, FlushE, MemWriteD, MemWriteE);
  floprs #( 1) Ereg12(clk,  reset, FlushE, JumpD, JumpE);
  floprs #( 1) Ereg13(clk,  reset, FlushE, BranchD, BranchE);
  floprs #( 4) Ereg14(clk,  reset, FlushE, ALUControlD, ALUControlE);
  floprs #( 1) Ereg15(clk,  reset, FlushE, ALUSrcD, ALUSrcE);
  floprs #( 1) Ereg16(clk,  reset, FlushE, loadD, loadE);
  floprs #( 2) Ereg17(clk,  reset, FlushE, SDypeSec, SDypeSecE);
  floprs #( 3) Ereg18(clk,  reset, FlushE, funct3, funct3E);
  floprs #( 1) Ereg19(clk,  reset, FlushE, jarlD, jarlE);
  flopr #( 1) Mreg5 (clk, reset , RegWriteE, RegWriteM);
  flopr #( 2) Mreg6 (clk, reset , ResultSrcE, ResultSrcM);
  flopr #( 1) Mreg7 (clk, reset , MemWriteE, MemWriteM);
  flopr #( 1) Mreg8 (clk,  reset, loadE, loadM);
  flopr #( 2) Mreg9 (clk,  reset, SDypeSecE, SDypeSecM);
  flopr #( 1) Mreg10(clk,  reset, jarlE, jarlM);
  flopr #( 1) Wreg5 (clk, reset , RegWriteM, RegWriteW);
  flopr #( 2) Wreg6 (clk, reset , ResultSrcM, ResultSrcW);
  flopr #( 1) Wreg7 (clk,  reset, loadM, loadW);
  flopr #( 1) Wreg8 (clk,  reset, jarlM, jarlW);
    assign                              PCSrcE                    = (BranchE & branchScr) | JumpE;
    assign                              ResultSrcE0               = ResultSrcE[0];
endmodule
module flopr #(parameter WIDTH = 8)
              (input                    clk, reset,
               input        [WIDTH-1:0] d, 
               output reg [WIDTH-1:0] q);
  always @(posedge clk or posedge reset)
    if (reset) q <= 0;
    else       q <= d;
endmodule
module floprs #(parameter WIDTH = 8)
              (input                    clk, reset,clr,
               input        [WIDTH-1:0] d, 
               output reg   [WIDTH-1:0] q);
  always @(posedge clk or posedge reset)
    if (reset) q <= 0;
	else if (clr) q <= 0;
    else       q <= d;
endmodule
module maindec(
    input   [6:0] op,
    output             [   1: 0]        ResultSrcD                 ,
    output                              MemWriteD                  ,
    output                              BranchD, ALUSrcD           ,
    output                              RegWriteD, JumpD,load,jarl ,
    output             [   2: 0]        ImmSrcD                    ,
    output             [   1: 0]        ALUOp                     );  
    reg                [  13: 0]        controls                   ;
  assign {RegWriteD, ImmSrcD, ALUSrcD, MemWriteD,
          ResultSrcD, BranchD, ALUOp, JumpD,load,jarl} = controls;
  always@(*) begin
    case(op)
      7'b0000011: controls = 14'b1_000_1_0_01_0_00_0_1_0;            
      7'b0100011: controls = 14'b0_001_1_1_00_0_00_0_0_0;            
      7'b0110011: controls = 14'b1_xxx_0_0_00_0_10_0_0_0;            
      7'b1100011: controls = 14'b0_010_0_0_00_1_01_0_0_0;            
      7'b0010011: controls = 14'b1_000_1_0_00_0_10_0_0_0;            
      7'b1101111: controls = 14'b1_011_0_0_10_0_00_1_0_0;            
      7'b1110011: controls = 14'b1_000_1_0_00_0_00_1_0_1;            
      7'b0110111: controls = 14'b1_100_1_0_00_0_00_0_0_0;            
      7'b0010111: controls = 14'b1_100_1_0_11_0_00_0_0_0;            
      default:    controls = 14'bx_xxx_x_x_xx_x_xx_x_x_x;            
    endcase
end
endmodule
module sDypedec(
    input              [   2: 0]        funct3                     ,
    output reg         [   1: 0]        SDypeSec                  );  
  always@(*) begin
     case(funct3)
        3'b000:   SDypeSec = 2'b00;
        3'b001:   SDypeSec = 2'b01;
        3'b010:   SDypeSec = 2'b10;
      default: SDypeSec = 2'bxx;                                     
     endcase
    end
endmodule
</file>
<file path="/design/flow/run.sh">
#!/bin/bash
# OpenROAD 26Q1-2900-gdf79404cd8, Yosys 0.63+post, stock flow scripts
make -C /OpenROAD-flow-scripts/flow DESIGN_CONFIG=/design/flow/config.mk WORK_HOME=/design/flow/orfs finish
</file>
==> flow_summary.ini <==
; yosys + openroad results
[status]
status = completed

[floorplan]
std_cell_rows = 31
die_w_um = 107
initial_utilization_pct = 17.4
floorplan.io_pins = 35
die_y_um = 107
area_of_the_die_mm2 = 0.0114
core_area_mm2 = 0.00729

[placed_design]
io_buffer_count = 34
dpl.hpwl_mm = 2.31
gpl.final_weighted_congestion = 0.793
placement.setup.worst_slack_ps = 59.0

[clocking]
ctsLongestPathBuffers = 2
cts-root-buf = clkbuf_8
clock_insertion_delay_worst_skew_ps = 270
clock_sink_total = 31
number_of_h_tree_branching_levels = 2
clk_transition_reported_paths_ps = 60
tritoncts.num_buffers = 5
tritoncts = yes

[routing]
first_iter_violations = 127
route.detailed.vias_per_inst = 3.65
drt_first_pass_iters = 4
drc = 0
route.final.wire_length_mm = 2.91
antenna_cells = 0
wl_per_cell_um = 11.6
routed-via-count = 915
final_antenna_net_count = 0

[synthesis]
synth.cell_area_mm2 = 0.00127
synth_area_per_cell_um2 = 11.8
synth_flops = 31
ys.warnings.count = 10
synth-cells-yosys = 107
synth_async_reset_ratio_pct = 100
yosysChipArea_mm2 = 0.00127
post_synth_num_cell_types = 34
netlist_instances = 107
edf_count = 0
yosysSeqAreaShare_pct = 61.3
synth-main-ff-cell = dfrtp_1

[finish]
layout_top_cells_excl_fill_tap = clkdlybuf4s50_1, dfrtp_1, buf_4
post_route_cells_drive_above_1_share_pct = 14.5
layout_top_cell_excl_fill_tap = clkdlybuf4s50_1
area_growth_pct = 46.1
fillers = 789

[worst_setup_path]
cp-start-kind = primary input
path_class = primary input to output pin
worst-path-max-fanout = 4
crit_path_end_kind = output pin
critPathRequiredTime_ps = 2160
timing.critical_path.arrival_ps = 2030

[grt]
grt_max_degree = 32
grt_usage_pct = 5.17
vias_in_the_first_global_route = 901
grt_overflow_total = 0
antenna_found_initial = 0
grt_first_pass_wirelength_mm = 4.73

[pwr]
max_ir_drop_vdd_mv = 0.184
design_power_total_mw = 0.981
total_leakage_power_nw = 0.776
power_density_mw_per_mm2 = 530

[final_timing]
max_freq_ghz = 0.389
maxSlewViolCount = 0
final.period_utilization_pct = 95.2
transition_time_of_the_tightest_slew_check_pin_ps = 350
worst_clk_skew_ps = 4.63
finalHoldViolCount = 0
whs_ps = 345
setup_tns_ps = 0
post-route-worst-setup-slack_ps = 131
maxSlewHeadroom_pct = 76.1
period_minus_slack_ps = 2570
rsz0062_at_grt = false
final-setup-viol-count = 0

[flow_run]
log.warning_count = 25
drv.max_cap_violation_count = 0

[hold_path]
hp-class = flop to flop
## registers in the layout, summed over array words and instances, names as in the netlist, 2 cells and up
signal / cells
Ereg18.q: 3
Mreg6.q: 2
Ereg14.q: 4
Wreg6.q: 2
Ereg10.q: 2
Mreg9.q: 2
Ereg17.q: 2
## layer usage
metal	vias up	part of all wire, %	track usage [%]
li1	457	-	-
met5	-	0	0
met1	409	41	6.45
met2	45	46	7.95
met4	0	0.96	0.774
met3	4	12	2.73
## synthesized netlist by cell type (3+ instances only)
cell type   n  area, um2
a21oi_1     6       30.0
dfrtp_1    31        776
inv_1       3       11.3
nand2_1     7       26.3
nand2b_1    3       18.8
nor2_1      8       30.0
nor2b_1     3       18.8
nor3_1      7       35.0
o21ai_0     4       20.0
## critical path: stages
cell and delay [ps]:
clkdlybuf4s50_1 470, or2_4 290, o21ai_0 120, and2_1 140, clkdlybuf4s50_1 470
## kinds of logic after synthesis
group           Yosys count  synth area share, %
simple gates             37                 16.6
buf+inv                  10                 5.73
compound gates           25                 13.4
flops                    31                 61.3
xor+xnor                  2                 1.38
fa+ha+maj                 2                 1.58
## layout make-up
class,count,area [um2],share of cell area (%)
Clock buffer,7,96.3,5.21
Clock inverter,1,7.51,0.406
Inverter,3,11.3,0.609
Multi-Input combinational cell,66,418,22.6
Sequential cell,31,776,41.9
Tap cell,99,124,6.69
Timing Repair Buffer,44,418,22.6
## repair_timing
action                     4_1_cts  5_1_grt
setup endpoints to repair        0        1
setup buffers                    0        0
hold buffers                     0        0
gates resized                    0        1
## final timing paths
kind,from,cells after the start,endpoint,slack [ps]
worst max-delay path,op[2],5,ImmSrcD[0],130
worst min-delay path,Ereg19.q,0,Mreg10.q,340
worst max register to register,Mreg5.q,0,Wreg5.q,2210
worst min register to register,Ereg19.q,0,Mreg10.q,340
max in group asynchronous,reset,3,Mreg9.q[1],1790
min in group asynchronous,reset,3,Mreg7.q,630
## stage by stage
stage               utilization, %  instance area (um2)  instances
floorplan                        -                 1270        107
global placement              23.9                 1740        243
detailed placement            23.9                 1740        243
CTS                           25.3                 1850        251
global route                  25.4                 1850        251
finish                        25.4                 1850        251
## power by group
part	switching, mW	internal [mW]	total (mW)
Sequential	0.00458	0.478	0.483
Clock	0.158	0.231	0.390
Combinational	0.0511	0.0578	0.109
Power figures rest on the tool's default switching activity, not on a simulated workload.
