==> design.v <==
module alu(
            input   [32-1:0] a,
		        input   [32-1:0] b,
            input   [3:0]  alucontrol,
            output   reg [32-1:0] result,
            output         zero,
		        output		  l);
  wire [32-1:0] condinvb;
  wire [32-1:0] sum;
  assign condinvb = alucontrol[0] ? ~b : b;
  assign sum = a + condinvb + {31'b0,alucontrol[0]};
  always @(*)
    case (alucontrol)
      4'b0000:  result = sum;          
      4'b0001:  result = sum;          
      4'b0010:  result = a & b;        
      4'b0011:  result = a | b;        
      4'b0100:  result = a ^ b;        
      4'b1001:  result = ($signed(a) < $signed(b))?32'b1:32'b0;  
      4'b0110:  result = a << b[4:0];  
      4'b0111:  result = a >> b[4:0];  
	    4'b1000:  result = (a < b)?32'b1:32'b0; 
	    4'b0101:	result = a >>>b[4:0];  
      default: result = 32'bx;
    endcase
  assign zero = (result == 32'b0);
  assign l = (result == 32'b1)&alucontrol[3];
endmodule
==> run.sh <==
#!/bin/bash
# OpenROAD 26Q1-2900-gdf79404cd8, Yosys 0.63+post, stock flow scripts
make -C /OpenROAD-flow-scripts/flow DESIGN_CONFIG=/design/flow/config.mk WORK_HOME=/design/flow/orfs finish
==> config.mk <==
export PLATFORM = sky130hd
export DESIGN_NAME = alu
export DESIGN_NICKNAME = alu
export VERILOG_FILES = /design/flow/design.v
export SDC_FILE = /design/flow/constraint.sdc
export NUM_CORES = 4
export LEC_CHECK = 1
export CORE_UTILIZATION = 40
==> constraint.sdc <==
current_design alu

set clk_period 13.7
set clk_io_pct 0.2

create_clock -name clk0 -period $clk_period

set non_clock_inputs [all_inputs -no_clocks]
set_input_delay [expr $clk_period * $clk_io_pct] -clock clk0 $non_clock_inputs
set_output_delay [expr $clk_period * $clk_io_pct] -clock clk0 [all_outputs]
==> flow_metrics.py <==
# Generated from Yosys and OpenROAD reports
metrics = {
    "timing": {
        "hold_viol": 0,
        "slew_violations": 0,
        "setup_slack_ns": 2.83,
        "max_slew_margin_pct": 31.8,
        "final.setup.tns_ns": 0,
        "fin_crit_sh_pct": 79.3,
        "max_freq_mhz": 92.0,
        "setup_viol_count_final": 0,
        "rsz0062_at_grt": "no",
        "tightest_slew_ns": 1.01,
        "layout_min_cycle_time_ns": 10.87,
    },
    "grt": {
        "grt_pass1_vias": 9610,
        "grt_use_total_pct": 38.1,
        "grt_pass1_wl_um": 65200,
        "gr-total-overflow": 0,
        "antenna_found_initial": 2,
        "grt_max_degree": 64,
    },
    "power": {
        "p_leak_nw": 4.34,
        "vdd_ir_drop_max_mv": 0.0192,
        "p_int_uw": 222,
        "p_per_area_mw_per_mm2": 51.3,
        "power.total_uw": 535,
        "power_switching_uw": 313,
        "switching_share_pct": 58.5,
    },
    "place": {
        "port-buffer-count": 102,
        "post-place-ws_ns": 2.85,
        "place_area_mm2": 0.0104,
        "dpl.hpwl_um": 34800,
        "place.gp.congestion": 1.07,
    },
    "setup_path": {
        "required_ns": 10.96,
        "start_kind": "primary input",
        "crit_type": "in2out",
        "critPathMaxFanout": 44,
        "cp.arrival_ns": 8.13,
        "worstSetupEndpointType": "primary output",
    },
    "synth": {
        "avgSynthCellArea_um2": 7.52,
        "synth_cell_types": 85,
        "synth_seq_share_pct": 0,
        "ys_area_mm2": 0.00925,
        "ys_cells": 1230,
        "syn-instance-count": 1230,
        "synth_warnings": 1,
        "synth_area_mm2": 0.00925,
    },
    "routing": {
        "ant_nets": 0,
        "vias": 10300,
        "first_pass_iters": 6,
        "route.detailed.drc": 0,
        "drtIter0Drc": 964,
        "wl_um": 44200,
        "viasPerCell": 6.67,
        "wl_per_cell_um": 28.6,
    },
    "clock_network": {
        "cts_resized": 0,
        "cts_hold_buf": 0,
        "cts_post_setup_buffers_inserted": 0,
    },
    "finish": {
        "n_sequential_cell": 0,
        "syn2layout_area_growth_pct": 12.7,
        "drive_above_1_share_pct": 10.7,
        "regArea_um2": 0,
        "postLayoutCellArea_mm2": 0.0104,
        "nClkBuffers": 0,
    },
    "worst_hold_path": {
        "hp-class": "in2out",
    },
    "job": {
        "drv_cap": 0,
        "warnings": 97,
    },
    "floorplanning": {
        "fp.dieW_um": 154,
        "die_area_mm2": 0.0237,
        "fp-row-count": 55,
        "fp.dieH_um": 154,
        "fp_util_pct": 40.8,
        "core_mm2": 0.0226,
        "io_pins": 102,
    },
    "run_status": {
        "outcome": "finished, final reports clean",
    },
}
[cells in the mapped netlist (all sizes together) (33+ instances only)]
| master | n | area (um2) |
|---|---|---|
| a21oi | 74 | 374 |
| a22oi | 40 | 300 |
| clkbuf | 73 | 274 |
| mux2i | 57 | 571 |
| buf | 34 | 199 |
| ha | 127 | 1590 |
| inv | 81 | 304 |
| nand2 | 97 | 364 |
| o21ai | 57 | 285 |
| a211oi | 33 | 248 |
| nor2 | 73 | 274 |
| mux4 | 49 | 1100 |
[final timing paths]
check	start	endpoint	slack (ns)	cells past startpoint
worst max-delay path	b[0]	zero	2.83	15
worst min-delay path	b[2]	result[3]	6.72	6
[cells in the final DEF (no fill, tap or decap), types with 15 or more instances in the layout]
cell and count:
a211oi_1 33, nor2b_1 16, mux4_2 49, nand2_1 97, o211ai_1 17, nor4_1 16
nor2_1 73, inv_1 79, a21oi_1 73, clkdlybuf4s50_1 97, ha_1 127, xnor2_1 15
buf_4 38, nand2b_1 23, nand3_1 31, mux2_2 23, o22ai_1 18, a22oi_1 40
mux2i_1 57, o21ai_0 54, nor3_1 22, xor2_1 31
[stage by stage]
step	hold slack [ns]	utilization, %	instances
floorplan	5.78	-	1230
global placement	6.71	46.0	1547
detailed placement	6.70	46.0	1547
CTS	6.71	46.0	1547
global route	6.75	46.0	1547
finish	6.72	46.0	1548
[power groups by stage]
stage	sequential (mW)	clock, mW	combinational [mW]
global route	0	0	0.570
CTS	0	0	0.522
[critical path, cell delays in order]
cell	delay, ns
buf_2	0.34
buf_4	0.58
mux2i_1	0.37
inv_1	0.10
fa_1	0.45
a21o_1	0.26
a221oi_2	0.33
a221o_2	0.32
mux2i_1	0.13
or4_1	0.55
or4_1	0.48
nor4_1	0.39
nand4_1	0.27
nor4b_2	0.30
clkdlybuf4s50_1	0.49
[kinds of logic after synthesis]
kind of cell / after synthesis / synth area share (%)
compound gates: 376 / 28.2
xor+xnor: 48 / 4.55
fa+ha+maj: 128 / 17.4
buf+inv: 191 / 8.52
mux: 137 / 22.0
simple gates: 350 / 19.3
[cell type report]
type / instances / area (um2)
Fill cell: 2275 / 12200
Tap cell: 285 / 357
Timing Repair Buffer: 139 / 1280
Inverter: 84 / 315
Multi-Input combinational cell: 1039 / 8470
Antenna cell: 1 / 2.50
[layer usage]
metal  vias up  track usage, %  wire (um)  part of all wire, %
met2       539            57.6      19300                   44
met5         -               0          8                0.018
met3        81            6.09       3920                  8.9
met1      4971            57.1      19600                   44
met4         2            9.43       1380                  3.1
li1       4730               -          -                    -
Power is estimated from default activity; no workload was simulated.
