==> /design/flow/design.v <==
module regfile(input          clk,
               input          we3, 
               input   [5-1:0] a1, 
			   input   [5-1:0] a2,
			   input   [5-1:0] a3, 
               input   [32-1:0] wd3, 
               output  [32-1:0] rd1, 
			   output  [32-1:0] rd2
         );
  reg [32-1:0] rf[32-1:0];
  initial rf[0] = 0;
  always @(negedge clk)
    if (we3 & (a3 !=0)) rf[a3] <= wd3;	
  assign rd1 = ((we3 && (a1 == a3)) ? wd3 : (a1 != 0) ? rf[a1] : 0);
  assign rd2 = ((we3 && (a2 == a3)) ? wd3 : (a2 != 0) ? rf[a2] : 0);
endmodule
==> /design/flow/run.sh <==
#!/bin/bash
# OpenROAD 26Q1-2900-gdf79404cd8, Yosys 0.63+post, stock flow scripts
make -C /OpenROAD-flow-scripts/flow DESIGN_CONFIG=/design/flow/config.mk WORK_HOME=/design/flow/orfs finish
==> /design/flow/config.mk <==
export PLATFORM = sky130hd
export DESIGN_NAME = regfile
export DESIGN_NICKNAME = regfile
export VERILOG_FILES = /design/flow/design.v
export SDC_FILE = /design/flow/constraint.sdc
export NUM_CORES = 4
export LEC_CHECK = 1
export CORE_UTILIZATION = 40
==> /design/flow/constraint.sdc <==
current_design regfile

set clk_period 8.7
set clk_io_pct 0.2

create_clock -name clk0 -period $clk_period [get_ports {clk}]

set non_clock_inputs [all_inputs -no_clocks]
set_input_delay [expr $clk_period * $clk_io_pct] -clock clk0 $non_clock_inputs
set_output_delay [expr $clk_period * $clk_io_pct] -clock clk0 [all_outputs]
==> run_results.csv <==
group,metric,value,unit
placed_design,port_buffers,112,
yosys,ys.flops,1024,
clock_network,cts_made_buffers,110,
clock_network,clkTransAtPathRegs,0.03,ns
placed_design,gp_congestion,0.877,
grt,grt_pass1_vias,36300,
setup_path,start_kind,"flop",
floorplan,initial_core_util,0.404,
setup_path,max_stage_delay,0.49,ns
placed_design,dp.cells,4062,
clock_network,clk_path_buf_depth,3,
run,drv_cap,0,
status,status,"finished, violations left",
timing,setup_viol,3,
floorplan,dieWidth,348,um
finish,lay_top_count,"inv_1",
finish,largest-register,"rf",
grt,grt_max_degree,85,
finish,drive_gt1_frac,0.281,
yosys,synth_seq_share,0.644,
grt,busiest_layer,"met2",
yosys,syn_inst,2453,
detailed_routing,drc_errors,0,
yosys,edf_count,1024,
setup_path,worstSetupPathType,"reg -> out",
pwr,powerDensity,223,nW/um^2
clock_network,cts.sinks,1024,
grt,overflow,0,
detailed_routing,ant_nets,0,
yosys,yosys.area.top_type,"edfxtp_1",
setup_path,cp_top_family,"AND-OR/OR-AND gates",
grt,grt_pass1_wl,223000,um
yosys,synth.distinct_cells,45,
floorplan,io_pins,113,
grt,antenna_found_initial,10,
timing,setup_ws,-0.0693,ns
setup_path,critPathCaptureType,"output pin",
floorplan,core_area,118000,um^2
grt,met1_usage,0.311,
floorplan,row_count,126,
finish,regArea,30700,um^2
yosys,async_reset_ff_frac,0,
setup_path,cp_num_buf_inv,1,
timing,tightest_slew,1.09,ns
yosys,area_leaders,"edfxtp_1 (64%), mux4_2 (21%), mux2i_1 (4.0%)",
timing,holdWs,4.17,ns
timing,hold_violations,0,
yosys,syn_area,47700,um^2
pwr,p_leak,23.7,nW
detailed_routing,drt_iter0_drc,1952,
detailed_routing,vias,31000,
detailed_routing,wire_per_inst,28.8,um
status,violations,"negative setup slack",
run,tool_warnings,1029,
floorplan,die_y,348,um
timing,grt_setup_unrepaired,"true",
grt,grt_util_met2,0.383,
grt,grtUsageTotal,0.282,
grt,use_met3,0.257,
placed_design,dp_hpwl,85200,um
yosys,ys_cells,2453,
finish,comb_area,17000,um^2
timing,tns,-0.0980,ns
finish,area_delta_synth_final,26.1,%
finish,fin_cells,5304,
finish,fill_cells,9164,
finish,largest_reg_flops,1024,
yosys,ff_type,"edfxtp_1",
yosys,ys_area,47700,um^2
detailed_routing,drt_wl_total,153000,um
timing,drv_slew,0,
yosys,avgSynthCellArea,19.5,um^2
setup_path,worstPathCellList,"mux4_2 -> a221oi_2 -> o21ai_1 -> a32o_2 -> clkdlybuf4s50_1",
min_path,hold_class,"in -> out",
setup_path,slowest_stage,"mux4_2",
setup_path,cp.arrival,7.03,ns
setup_path,critPathMaxFanout,2,
finish,reg_top3,"rf x1024",
timing,relSlewSlack,0.274,
setup_path,worstPathRequired,6.96,ns
floorplan,die_area,121000,um^2
clock_network,htreeDepth,3,
clock_network,root_buffer,"clkbuf_16",
pwr,peakVddDrop,0.155,mV
yosys,yosys.area.top_type_share,0.644,
detailed_routing,dr.pass1.iters,5,
clock_network,cts_tree,"built",
pwr,power,0.0134,W
detailed_routing,via_per_inst,5.85,
finish,final_cell_mix,"inv_1 (1050), edfxtp_1 (1024), mux4_2 (440)",
yosys,synth_warnings,1,
clock_network,cts_hold_buffers,0,
-- final timing paths --
path              cells past startpoint      end       from
setup / recovery                      5   rd1[1]  rf[11][1]
hold / removal                        4  rd1[27]      a1[3]
-- cell usage after synthesis (2+ instances only) --
cell type  count
buf_6          8
a32o_1        63
buf_2         88
o21ai_1       22
o221ai_1      32
nor4_1         2
a211oi_1      54
o22ai_1       31
buf_1         17
edfxtp_1    1024
and3_1         2
clkbuf_1      95
mux2_2        18
nand3b_1       7
a221oi_1       3
a31oi_1       24
nand2b_1       3
a221oi_2      19
buf_4          8
o22a_1         9
xnor2_1        2
xor2_1         8
a22oi_1       81
mux4_2       440
o21ai_0        2
nor2b_1       27
and2_1         3
buf_8          3
or3b_2         4
nand2_1       65
nand3_1       11
a21oi_1       33
o211ai_1      10
nor2_1        34
mux2i_1      191
-- power breakdown --
group / leakage [nW] / internal, W / switching, W
combinational: 7.07 / 0.000469 / 0.000609
sequential: 9.25 / 0.00555 / 0.0000294
clock: 7.40 / 0.00367 / 0.00309
total: 23.7 / 0.00969 / 0.00373
-- final cells by class --
type	instances	share of cell area
well taps	1536	0.0319
clock buffers	114	0.0474
repair buffers	278	0.0461
diodes	1	0.0000416
flip-flops and latches	1024	0.511
multi-input cells	1239	0.283
clock inverters	1112	0.0811
-- per-layer routing --
metal	vias to the layer above	wire, um
met1	15100	48100
met4	16	5180
met3	351	28900
li1	13200	-
met2	2438	70100
met5	-	165
-- tightest hold or removal path, stage by stage --
cell and delay, ns:
buf_4 0.22, o21ai_1 0.18, a32o_1 0.18, clkbuf_2 0.09
-- cells by family after synthesis --
logic type / share of synthesized area
AOI/OAI and AO/OA: 0.0634
xor gates and xnor gates: 0.00183
buffers and inverters: 0.0223
DFF: 0.644
muxes: 0.252
other: 0.0000785
and+or+nand+nor: 0.0166
-- per-stage QoR --
| step | util | cell area (um^2) | worst slack (ns) |
|---|---|---|---|
| after CTS | 0.507 | 60000 | -0.144 |
| after floorplan | - | 47900 | 0.0214 |
| after global routing | 0.509 | 60200 | -0.185 |
| after global placement | 0.438 | 51800 | 0.416 |
| final | 0.509 | 60200 | -0.0693 |
| after detailed placement | 0.438 | 51800 | 0.394 |
-- timing repair --
| item | 4_1_cts | 5_1_grt |
|---|---|---|
| setup endpoints to repair | 64 | 47 |
| cloned | 0 | 0 |
| setup buffers | 11 | 6 |
| pin swaps | 123 | 79 |
| resized | 224 | 70 |
No activity file was given, so power comes from the tool's default toggle rates.
